$ cat flow/config.mk
export PLATFORM = sky130hd
export DESIGN_NAME = adc_ltc2308
export DESIGN_NICKNAME = adc_ltc2308
export VERILOG_FILES = /design/flow/design.v
export SDC_FILE = /design/flow/constraint.sdc
export NUM_CORES = 4
export LEC_CHECK = 1
export CORE_UTILIZATION = 30
$ cat flow/constraint.sdc
current_design adc_ltc2308

set clk_period 3.2
set clk_io_pct 0.2

create_clock -name clk0 -period $clk_period [get_ports {clk}]

set non_clock_inputs [all_inputs -no_clocks]
set_input_delay [expr $clk_period * $clk_io_pct] -clock clk0 $non_clock_inputs
set_output_delay [expr $clk_period * $clk_io_pct] -clock clk0 [all_outputs]
$ cat flow/design.v
module adc_ltc2308(
	clk,  
	measure_start,  
	measure_ch,
	measure_done,
	measure_dataread,
	ADC_CONVST,
	ADC_SCK,
	ADC_SDI,
	ADC_SDO 
);
input								clk;
input								measure_start;
input		[2:0]					measure_ch;
output	reg					measure_done;
output	[11:0]				measure_dataread;
output		          		ADC_CONVST;
output		          		ADC_SCK;
output	reg          		ADC_SDI;
input 		          		ADC_SDO;
reg pre_measure_start;
always @ (posedge clk)	
begin
	pre_measure_start <= measure_start;
end
wire reset_n;
assign reset_n = (~pre_measure_start & measure_start)?1'b0:1'b1;
reg [15:0] tick;	
always @ (posedge clk or negedge reset_n)	
begin
	if (~reset_n)
		tick <= 0;
	else if (tick < (((0+64)+12)+320))
		tick <= tick + 1;
end
assign ADC_CONVST = (tick >= 0 && tick < (0+3))?1'b1:1'b0;
reg clk_enable;  
always @ (negedge clk or negedge reset_n)	 
begin
	if (~reset_n)
		clk_enable <= 1'b0;
	else if ((tick >= (0+64) && tick < ((0+64)+12)))
		clk_enable <= 1'b1;
	else
		clk_enable <= 1'b0;
end
assign ADC_SCK = clk_enable?clk:1'b0;
reg [(12-1):0] read_data;
reg [3:0] write_pos;
assign measure_dataread = read_data;
always @ (negedge clk or negedge reset_n)	
begin
	if (~reset_n)
	begin
		read_data <= 0;
		write_pos <= 12-1;
	end
	else if (clk_enable)
	begin
		read_data[write_pos] <= ADC_SDO;
		write_pos <= write_pos - 1;
	end
end
wire read_ch_done;
assign read_ch_done = (tick == (((0+64)+12)+320))?1'b1:1'b0;
always @ (posedge clk or negedge reset_n)	
begin
	if (~reset_n)
		measure_done <= 1'b0;
	else if (read_ch_done)
		measure_done <= 1'b1;
end
reg [(6-1):0] config_cmd;
always @(negedge reset_n)
begin
	if (~reset_n)
	begin
		case (measure_ch)
			0 : config_cmd <= {4'h8, 1'b1, 1'b0}; 
			1 : config_cmd <= {4'hC, 1'b1, 1'b0}; 
			2 : config_cmd <= {4'h9, 1'b1, 1'b0}; 
			3 : config_cmd <= {4'hD, 1'b1, 1'b0}; 
			4 : config_cmd <= {4'hA, 1'b1, 1'b0}; 
			5 : config_cmd <= {4'hE, 1'b1, 1'b0}; 
			6 : config_cmd <= {4'hB, 1'b1, 1'b0}; 
			7 : config_cmd <= {4'hF, 1'b1, 1'b0}; 
			default : config_cmd <= {4'hF, 2'b00}; 
		endcase
	end
end
wire config_init;
wire config_enable;
wire config_done;
reg [2:0] sdi_index;
assign config_init = (tick == ((0+3)))?1'b1:1'b0;	
assign config_enable = (tick > (0+64) && tick <= ((0+64)+6 - 1))?1'b1:1'b0;	 
assign config_done = (tick > ((0+64)+6 - 1))?1'b1:1'b0;	
always @(negedge clk)	
begin
	if (config_init)
	begin
		ADC_SDI <= config_cmd[6-1];
		sdi_index <= 6-2;
	end
	else if (config_enable)
	begin
		ADC_SDI <= config_cmd[sdi_index];
		sdi_index <= sdi_index - 1;
	end
	else if (config_done)
		ADC_SDI <= 1'b0;  
end
endmodule
$ cat flow/run.sh
#!/bin/bash
# OpenROAD 26Q1-2900-gdf79404cd8, Yosys 0.63+post, stock flow scripts
make -C /OpenROAD-flow-scripts/flow DESIGN_CONFIG=/design/flow/config.mk WORK_HOME=/design/flow/orfs finish
==> results.toml <==
# physical design summary
[final_timing]
count_of_endpoints_without_a_timing_constraint = 3
setup_slack_ns = -0.05214
fin_skew_ns = 0.07470
timing.max_slew.rel_slack_pct = 70.29
unclocked_pins = 3
setup_viol = 2
timing.final.hold_violations = 0
totalNegativeSetupSlack_ns = -0.05214
grt_setup_unrepaired = "true"
timing.final.max_slew_violations = 0
tightestPinTransition_ns = 0.4452

[synth]
number_of_cells_in_the_yosys_synthesis_report = 211
async_reset_ff_share_pct = 80.95
yosys_warnings = 1
mappedNetlistArea_um2 = 2136
ys.flop_type = "sky130_fd_sc_hd__dfrtp_1"
ys.flops = 42
postSynthAreaPerCell_um2 = 10.12
yosysChipArea_um2 = 2136
synth_sequential_area_ratio_pct = 47.98
synth-edff-count = 1
synthesized_instance_count = 211
yosys.cell_types.count = 52

[run]
warning_count = 35
max_cap_violations = 0

[power]
power.internal_mw = 0.8319
comb_power_share_pct = 1.8
power.share.switching_pct = 21.31
power.density_cell_area_nw_per_um2 = 390.4
static-leakage-power_nw = 1.137
power.switching_mw = 0.2252
part_of_the_power_in_the_clock_network_pct = 51.0
power.share.sequential_pct = 47.2
worst_ir_drop_vdd_uv = 189.5

[cells_and_area]
drive_above_1_share_pct = 25.38
logic_area_um2 = 1031
sequential_cell_area_um2 = 1025
layout-area-overhead-vs-synth_pct = 26.77
final.fill_count = 674
fin_cells = 356

[setup_path]
critical_path_required_ns = 2.56
crit_buf_inv = 1
cp-start-kind = "register"
setup.worst_path.end_class = "output pin"
critical-path-max-stage-delay_ns = 0.41
timing.critical_path.arrival_ns = 2.61
cp_delay_by_family_top = "flip-flops"
critPathMaxFanout = 2
criticalPathCategory = "reg2out"
cpMaxStageDelayCell = "sky130_fd_sc_hd__dfrtn_1"
timing.critical_path.cells = "and2_1 -> buf_2"

[drt]
num_vias = 1678
wl_per_cell_um = 12.16
drt_first_pass_iters = 4
route.final.wire_length_mm = 4.328
ant_nets = 0
drt_iter0_markers = 90
antenna_cells = 0
drc = 0
drt-vias-per-instance = 4.713

[die]
fp_util_pct = 31.26
std_cell_rows = 30
num_io_pins = 22
floorplan.die.height_um = 86.38
die_width_um = 86.38
floorplan.core_area_um2 = 6832
chip_area_um2 = 7461

[placement]
dp_hpwl_mm = 3.133
io_buffers = 21
dpl.cell_count = 331
finalWeightedCongestion = 0.9012

[run_status]
outcome = "complete, but fails checks"
failed_checks = "setup timing"

[global_routing]
globalRouteTotalUtil_pct = 13.18
grt_max_degree = 19
total_overflow_reported_by_the_global_router = 0
antenna_found_initial = 0
grt_pass1_wl_mm = 7.638
first_global_vias = 1683

[clocking]
clk_pin_slew_ns = 0.07
worst_skew_pair.late_latency_ns = 0.46
cts_tree = "done"
cts_hold_repair.buffers = 0

[worst_hold_path]
hold_class = "reg2reg"
[worst register-to-register path, stage by stage (launching register included)]
cell                       delay, ns
sky130_fd_sc_hd__dfrtp_1        0.37
sky130_fd_sc_hd__inv_1          0.07
sky130_fd_sc_hd__ha_2           0.18
sky130_fd_sc_hd__or2_4          0.24
sky130_fd_sc_hd__a211oi_4       0.27
sky130_fd_sc_hd__nand4_1        0.12
sky130_fd_sc_hd__a21o_1         0.18
[cells in the final DEF (no fill, tap or decap), types with 5 or more instances in the layout]
cell,instances
sky130_fd_sc_hd__a21oi_1,6
sky130_fd_sc_hd__and2_1,5
sky130_fd_sc_hd__and3_1,6
sky130_fd_sc_hd__buf_2,14
sky130_fd_sc_hd__buf_4,24
sky130_fd_sc_hd__clkbuf_8,8
sky130_fd_sc_hd__clkdlybuf4s50_1,7
sky130_fd_sc_hd__dfrtn_1,14
sky130_fd_sc_hd__dfrtp_1,17
sky130_fd_sc_hd__dfxtp_1,7
sky130_fd_sc_hd__ha_1,8
sky130_fd_sc_hd__inv_1,15
sky130_fd_sc_hd__nand2_1,20
sky130_fd_sc_hd__nand3_1,14
sky130_fd_sc_hd__nand4_1,6
sky130_fd_sc_hd__nor2_1,6
sky130_fd_sc_hd__o21ai_0,10
sky130_fd_sc_hd__o221ai_1,6
sky130_fd_sc_hd__xnor2_1,7
[synth_stat cells (2+ instances only)]
| master | n | area share (%) |
|---|---|---|
| sky130_fd_sc_hd__dfrtn_1 | 14 | 16 |
| sky130_fd_sc_hd__ha_1 | 9 | 5.3 |
| sky130_fd_sc_hd__o21a_1 | 2 | 0.70 |
| sky130_fd_sc_hd__dfrtp_1 | 17 | 20 |
| sky130_fd_sc_hd__nor4_1 | 2 | 0.59 |
| sky130_fd_sc_hd__dfstp_2 | 3 | 3.7 |
| sky130_fd_sc_hd__o21ai_0 | 10 | 2.3 |
| sky130_fd_sc_hd__a21oi_1 | 6 | 1.4 |
| sky130_fd_sc_hd__nand3_1 | 14 | 3.3 |
| sky130_fd_sc_hd__o32a_1 | 2 | 0.94 |
| sky130_fd_sc_hd__clkbuf_1 | 8 | 1.4 |
| sky130_fd_sc_hd__nor3_1 | 3 | 0.70 |
| sky130_fd_sc_hd__o21ai_1 | 3 | 0.70 |
| sky130_fd_sc_hd__xnor2_1 | 7 | 2.9 |
| sky130_fd_sc_hd__nor2_2 | 2 | 0.59 |
| sky130_fd_sc_hd__nand2b_1 | 4 | 1.2 |
| sky130_fd_sc_hd__xor2_1 | 2 | 0.82 |
| sky130_fd_sc_hd__buf_2 | 4 | 0.94 |
| sky130_fd_sc_hd__nand4_1 | 6 | 1.8 |
| sky130_fd_sc_hd__nand2_1 | 20 | 3.5 |
| sky130_fd_sc_hd__dfxtp_1 | 7 | 6.6 |
| sky130_fd_sc_hd__mux2_1 | 3 | 1.6 |
| sky130_fd_sc_hd__a21o_1 | 3 | 1.1 |
| sky130_fd_sc_hd__and2_1 | 5 | 1.5 |
| sky130_fd_sc_hd__inv_1 | 9 | 1.6 |
| sky130_fd_sc_hd__o221ai_1 | 6 | 2.5 |
| sky130_fd_sc_hd__mux2_2 | 2 | 1.1 |
| sky130_fd_sc_hd__and3_1 | 6 | 1.8 |
| sky130_fd_sc_hd__nor2_1 | 6 | 1.1 |
| sky130_fd_sc_hd__o211ai_1 | 3 | 1.1 |
| sky130_fd_sc_hd__nor2b_1 | 2 | 0.59 |
[kinds of logic after synthesis]
kind of cell	Yosys count	share of synthesized area, %
DFF	42	47.98
adders and majority gates	9	5.273
and+or+nand+nor	79	20.50
AOI/OAI and AO/OA	44	15.35
muxes	6	3.105
buffers and inverters	22	4.101
xor gates and xnor gates	9	3.691
[layer usage]
| metal | vias up | global-route usage [%] | wire, um |
|---|---|---|---|
| li1 | 848 | - | - |
| met1 | 765 | 19.28 | 2121 |
| met2 | 56 | 20.06 | 1903 |
| met3 | 9 | 4.348 | 260 |
| met4 | 0 | 1.818 | 42 |
| met5 | - | 0 | 0 |
[state kept, by name (all words and copies together), names as in the netlist]
register	count
ADC_SDI	1
measure_done	1
config_cmd	3
pre_measure_start	1
clk_enable	1
sdi_index	3
tick	16
read_data	12
write_pos	4
[power by group through the flow]
stage         logic [mW]  registers, mW  clock network [mW]
finish            0.0187          0.499               0.539
global route      0.0217          0.499               0.596
CTS               0.0198          0.499               0.560
[timing repair]
action	4_1_cts	5_1_grt
endpoints found under the setup margin	15	11
pin swaps	1	2
gates resized	43	0
setup buffers	8	0
[through the flow]
stage	utilization (%)	cell area (um^2)	worst slack, ns	power, mW	hold WS, ns
2_1_floorplan	-	2142	0.02166	0.5308	0.3931
3_3_place_gp	37.18	2540	-0.08085	0.5429	0.3675
3_5_place_dp	37.18	2540	-0.08352	0.5431	0.3673
4_1_cts	39.63	2708	-0.08438	1.079	0.3870
5_1_grt	39.63	2708	-0.1341	1.117	0.4037
6_report	39.63	2708	-0.05214	1.057	0.3807
[path summary, 6_finish.rpt]
kind / slack, ns / end / cells after the start / from
min reg2reg: 0.38 / tick[9] / 0 / tick[9]
min in group asynchronous: 0.42 / tick[15] / 2 / pre_measure_start
max reg2reg: 0.12 / sdi_index[2] / 6 / tick[0]
max: -0.05 / ADC_SCK / 2 / clk_enable
max in group asynchronous: 0.82 / read_data[0] / 3 / measure_start
min: 0.38 / tick[9] / 0 / tick[9]
[cell type report]
class,count,share of cell area (%)
multi-input cells,147,38.08
flip-flops and latches,42,37.85
repair buffers,44,11.65
well taps,96,4.436
clock buffers,9,4.251
clock inverters,10,2.634
inverters,8,1.109
Power figures rest on the tool's default switching activity, not on a simulated workload.
